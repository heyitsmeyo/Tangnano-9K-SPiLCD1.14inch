File: flow/config.mk
export PLATFORM = sky130hd
export DESIGN_NAME = lcd114_test
export DESIGN_NICKNAME = lcd114_test
export VERILOG_FILES = /design/flow/design.v
export SDC_FILE = /design/flow/constraint.sdc
export NUM_CORES = 4
export LEC_CHECK = 1
export CORE_UTILIZATION = 30
File: flow/constraint.sdc
current_design lcd114_test

set clk_period 9.9
set clk_io_pct 0.2

create_clock -name clk0 -period $clk_period [get_ports {clk}]

set non_clock_inputs [all_inputs -no_clocks]
set_input_delay [expr $clk_period * $clk_io_pct] -clock clk0 $non_clock_inputs
set_output_delay [expr $clk_period * $clk_io_pct] -clock clk0 [all_outputs]
File: flow/design.v
`timescale 1ps/1ps
module lcd114_test(
	input clk,  
	input resetn,
	output ser_tx,
	input ser_rx,
	output lcd_resetn,
	output lcd_clk,
	output lcd_cs,
	output lcd_rs,
	output lcd_data
);
localparam MAX_CMDS = 69;
wire [8:0] init_cmd[MAX_CMDS:0];
assign init_cmd[ 0] = 9'h036;
assign init_cmd[ 1] = 9'h170;
assign init_cmd[ 2] = 9'h03A;
assign init_cmd[ 3] = 9'h105;
assign init_cmd[ 4] = 9'h0B2;
assign init_cmd[ 5] = 9'h10C;
assign init_cmd[ 6] = 9'h10C;
assign init_cmd[ 7] = 9'h100;
assign init_cmd[ 8] = 9'h133;
assign init_cmd[ 9] = 9'h133;
assign init_cmd[10] = 9'h0B7;
assign init_cmd[11] = 9'h135;
assign init_cmd[12] = 9'h0BB;
assign init_cmd[13] = 9'h119;
assign init_cmd[14] = 9'h0C0;
assign init_cmd[15] = 9'h12C;
assign init_cmd[16] = 9'h0C2;
assign init_cmd[17] = 9'h101;
assign init_cmd[18] = 9'h0C3;
assign init_cmd[19] = 9'h112;
assign init_cmd[20] = 9'h0C4;
assign init_cmd[21] = 9'h120;
assign init_cmd[22] = 9'h0C6;
assign init_cmd[23] = 9'h10F;
assign init_cmd[24] = 9'h0D0;
assign init_cmd[25] = 9'h1A4;
assign init_cmd[26] = 9'h1A1;
assign init_cmd[27] = 9'h0E0;
assign init_cmd[28] = 9'h1D0;
assign init_cmd[29] = 9'h104;
assign init_cmd[30] = 9'h10D;
assign init_cmd[31] = 9'h111;
assign init_cmd[32] = 9'h113;
assign init_cmd[33] = 9'h12B;
assign init_cmd[34] = 9'h13F;
assign init_cmd[35] = 9'h154;
assign init_cmd[36] = 9'h14C;
assign init_cmd[37] = 9'h118;
assign init_cmd[38] = 9'h10D;
assign init_cmd[39] = 9'h10B;
assign init_cmd[40] = 9'h11F;
assign init_cmd[41] = 9'h123;
assign init_cmd[42] = 9'h0E1;
assign init_cmd[43] = 9'h1D0;
assign init_cmd[44] = 9'h104;
assign init_cmd[45] = 9'h10C;
assign init_cmd[46] = 9'h111;
assign init_cmd[47] = 9'h113;
assign init_cmd[48] = 9'h12C;
assign init_cmd[49] = 9'h13F;
assign init_cmd[50] = 9'h144;
assign init_cmd[51] = 9'h151;
assign init_cmd[52] = 9'h12F;
assign init_cmd[53] = 9'h11F;
assign init_cmd[54] = 9'h11F;
assign init_cmd[55] = 9'h120;
assign init_cmd[56] = 9'h123;
assign init_cmd[57] = 9'h021;
assign init_cmd[58] = 9'h029;
assign init_cmd[59] = 9'h02A;  
assign init_cmd[60] = 9'h100;
assign init_cmd[61] = 9'h128;
assign init_cmd[62] = 9'h101;
assign init_cmd[63] = 9'h117;
assign init_cmd[64] = 9'h02B;  
assign init_cmd[65] = 9'h100;
assign init_cmd[66] = 9'h135;
assign init_cmd[67] = 9'h100;
assign init_cmd[68] = 9'h1BB;
assign init_cmd[69] = 9'h02C;  
localparam INIT_RESET   = 4'b0000;  
localparam INIT_PREPARE = 4'b0001;  
localparam INIT_WAKEUP  = 4'b0010;  
localparam INIT_SNOOZE  = 4'b0011;  
localparam INIT_WORKING = 4'b0100;  
localparam INIT_DONE    = 4'b0101;  
localparam CNT_100MS = 32'd27;
localparam CNT_120MS = 32'd32;
localparam CNT_200MS = 32'd54;
reg [ 3:0] init_state;
reg [ 6:0] cmd_index;
reg [31:0] clk_cnt;
reg [ 4:0] bit_loop;
reg [15:0] pixel_cnt;
reg lcd_cs_r;
reg lcd_rs_r;
reg lcd_reset_r;
reg [7:0] spi_data;
assign lcd_resetn = lcd_reset_r;
assign lcd_clk    = ~clk;
assign lcd_cs     = lcd_cs_r;
assign lcd_rs     = lcd_rs_r;
assign lcd_data   = spi_data[7];  
localparam integer SCALE = 6;
wire [8:0] pixel_x = pixel_cnt % 240;
wire [8:0] pixel_y = pixel_cnt / 240;
localparam ORIGIN_X = 80;
localparam ORIGIN_Y = 80;
wire [9:0] rel_x = pixel_x - ORIGIN_X;
wire [9:0] rel_y = pixel_y - ORIGIN_Y;
wire [2:0] font_col = rel_x / SCALE;
wire [2:0] font_row = rel_y / SCALE;
wire draw_area = (rel_x < 8 * SCALE) && (rel_y < 8 * SCALE);
reg [7:0] font_A [0:7];
initial begin
    font_A[0] = 8'b00011000;
    font_A[1] = 8'b00100100;
    font_A[2] = 8'b01000010;
    font_A[3] = 8'b01111110;
    font_A[4] = 8'b01000010;
    font_A[5] = 8'b01000010;
    font_A[6] = 8'b01000010;
    font_A[7] = 8'b00000000;
end
wire font_pixel_on = font_A[font_row][7 - font_col];
wire [15:0] pixel = (draw_area && font_pixel_on) ? 16'h001F : 16'hFFFF;
always@(posedge clk or negedge resetn) begin
	if (~resetn) begin
		clk_cnt <= 0;
		cmd_index <= 0;
		init_state <= INIT_RESET;
		lcd_cs_r <= 1;
		lcd_rs_r <= 1;
		lcd_reset_r <= 0;
		spi_data <= 8'hFF;
		bit_loop <= 0;
		pixel_cnt <= 0;
	end else begin
		case (init_state)
			INIT_RESET : begin
				if (clk_cnt == CNT_100MS) begin
					clk_cnt <= 0;
					init_state <= INIT_PREPARE;
					lcd_reset_r <= 1;
				end else begin
					clk_cnt <= clk_cnt + 1;
				end
			end
			INIT_PREPARE : begin
				if (clk_cnt == CNT_200MS) begin
					clk_cnt <= 0;
					init_state <= INIT_WAKEUP;
				end else begin
					clk_cnt <= clk_cnt + 1;
				end
			end
			INIT_WAKEUP : begin
				if (bit_loop == 0) begin
					lcd_cs_r <= 0;
					lcd_rs_r <= 0;
					spi_data <= 8'h11;  
					bit_loop <= bit_loop + 1;
				end else if (bit_loop == 8) begin
					lcd_cs_r <= 1;
					lcd_rs_r <= 1;
					bit_loop <= 0;
					init_state <= INIT_SNOOZE;
				end else begin
					spi_data <= { spi_data[6:0], 1'b1 };
					bit_loop <= bit_loop + 1;
				end
			end
			INIT_SNOOZE : begin
				if (clk_cnt == CNT_120MS) begin
					clk_cnt <= 0;
					init_state <= INIT_WORKING;
				end else begin
					clk_cnt <= clk_cnt + 1;
				end
			end
			INIT_WORKING : begin
				if (cmd_index == MAX_CMDS + 1) begin
					init_state <= INIT_DONE;
				end else begin
					if (bit_loop == 0) begin
						lcd_cs_r <= 0;
						lcd_rs_r <= init_cmd[cmd_index][8];
						spi_data <= init_cmd[cmd_index][7:0];
						bit_loop <= bit_loop + 1;
					end else if (bit_loop == 8) begin
						lcd_cs_r <= 1;
						lcd_rs_r <= 1;
						bit_loop <= 0;
						cmd_index <= cmd_index + 1;  
					end else begin
						spi_data <= { spi_data[6:0], 1'b1 };
						bit_loop <= bit_loop + 1;
					end
				end
			end
			INIT_DONE : begin
				if (pixel_cnt == 32400) begin
					;  
				end else begin
					if (bit_loop == 0) begin
						lcd_cs_r <= 0;
						lcd_rs_r <= 1;
						spi_data <= pixel[15:8];
						bit_loop <= bit_loop + 1;
					end else if (bit_loop == 8) begin
						spi_data <= pixel[7:0];
						bit_loop <= bit_loop + 1;
					end else if (bit_loop == 16) begin
						lcd_cs_r <= 1;
						lcd_rs_r <= 1;
						bit_loop <= 0;
						pixel_cnt <= pixel_cnt + 1;  
					end else begin
						spi_data <= { spi_data[6:0], 1'b1 };
						bit_loop <= bit_loop + 1;
					end
				end
			end
		endcase
	end
end
endmodule
File: flow/run.sh
#!/bin/bash
# OpenROAD 26Q1-2900-gdf79404cd8, Yosys 0.63+post, stock flow scripts
make -C /OpenROAD-flow-scripts/flow DESIGN_CONFIG=/design/flow/config.mk WORK_HOME=/design/flow/orfs finish
==> flow_summary.ini <==
; implementation run metrics
[grt]
antenna_found_initial = 0
use_met1_pct = 25.2
grt_pass1_vias = 7154
grt_use_met2_pct = 23.8
track_usage_pct = 16.2
met3_usage_pct = 2.67
grt_max_degree = 45
busiest_layer = met1
overflow = 0
grt_pass1_wl_mm = 35.8

[die]
floorplan.core_util_pct = 30.6
core-area_um2 = 26100
io_pins = 9
die_w_um = 165
die_y_um = 165
fp-row-count = 59
dieArea_um2 = 27300

[placed_design]
place_area_um2 = 8410
gp_congestion = 0.994
dp_hpwl_mm = 15.5
dp.cells = 1361
portBuffers = 6

[synthesis]
synth_seq_share_pct = 24.3
ys_cells = 1052
synth_cell_types = 93
synth_area_um2 = 7990
syn_area_per_cell_um2 = 7.60
synth_cells = 1052
edf_count = 0
ys.flops = 77
ys.warnings.count = 2
yosys_area_um2 = 7990
ff_type = dfrtp_1
async_flop_share_pct = 100

[finish]
fin_cells = 1377
design_area_um2 = 8700
final_util_pct = 33.3
drive_gt1_share_pct = 9.88
syn2layout_area_growth_pct = 8.89

[critical_path]
worst_setup_path_start_kind = register
timing_worst_setup_path_type = register to register
max_stage_delay_ps = 510
r2r_start = pixel_cnt[13]
worstPathArrival_ps = 9410
critPathRequiredTime_ps = 10170
crit_start = pixel_cnt[13]
critPathCapture = spi_data[6]
r2r-end = spi_data[6]
cp_max_fo = 10
r2r_cells = 36
endpoint_kind = register
cp_slowest_cell = or3_1
crit_top_cell = ha_1
rrSetupSlack_ps = 770

[pwr]
worst_ir_drop_vdd_uv = 72.0
cellPowerDensity_nw_per_um2 = 75.6
leakagePower_nw = 3.41

[timing]
finClkSkew_ps = 7.12
period_used_pct = 92.3
worst_pin_slew_ps = 792
finalSetupTns_ps = 0
fin_crit_ps = 9130
slew_headroom_pct = 46.8
setup_violations = 0
holdWs_ps = 471
drv_slew = 0
max_freq_mhz = 109
final-hold-violation-count = 0
grt_setup_unrepaired = no

[drt]
drt_wl_total_mm = 21.2
drtPass1Iterations = 5
vias = 7957
antenna_cells = 0
routed_via_density = 5.78
drt-initial-drc-count = 679
wl_per_cell_um = 15.4
postRouteAntennaNets = 0
drc = 0

[clock_tree]
cts-resized-gates = 0
htreeDepth = 3
cts.clk_slew.worst_paths_ps = 60
clk_latency_ps = 340
numCtsBuffers = 9
post_cts_buffers = 0
holdBufCountCts = 0
cts_root_buf = clkbuf_16
cts_buffer_depth = 2
cts_tree = done

[run]
tool_warnings = 42
max_cap_viol_count = 0

[min_path]
min_path_type = register to register

[status]
outcome = complete, no violations
## power breakdown
part	total [W]	switching, W	leakage (nW)	internal [W]
Sequential	0.000315	0	1.04	0.000315
Clock	0.000337	0.000134	0.151	0.000202
Combinational	0.00000660	0.00000608	2.22	0.000000515
Total	0.000658	0.000141	3.41	0.000518
## final cells by class
| type | instances | area (um^2) |
|---|---|---|
| tap | 335 | 419 |
| inverter | 31 | 116 |
| fill | 2776 | 17400 |
| multi-input combinational | 886 | 5680 |
| timing repair buffer | 30 | 235 |
| clock buffer | 10 | 235 |
| clock inverter | 8 | 76.3 |
| sequential | 77 | 1940 |
## state kept, by name, summed over array words and instances (netlist names), 5 cells and up
| register | cells |
|---|---|
| bit_loop | 5 |
| init_state | 6 |
| spi_data | 8 |
| pixel_cnt | 16 |
| clk_cnt | 32 |
| cmd_index | 7 |
## worst max-delay path: cells and delay by family (launching register included)
family,cells,cell delay [ps]
compound gates,17,4630
simple gates,11,2360
buf+inv,3,550
flops,1,370
fa+ha+maj,3,780
xor+xnor,2,360
## worst min-delay path by stage
stage	to	startpoint	cells after the start	slack (ps)
5_1_grt	clk_cnt[22]	clk_cnt[22]	1	510
4_1_cts	clk_cnt[31]	clk_cnt[31]	1	470
6_report	clk_cnt[31]	clk_cnt[31]	1	470
## cells by family after synthesis
group / Yosys count / share of synthesized area, %
buf+inv: 89 / 4.65
mux: 18 / 2.36
other cells: 1 / 0.0469
flops: 77 / 24.3
xor+xnor: 63 / 7.09
simple gates: 430 / 26.7
fa+ha+maj: 23 / 3.60
compound gates: 351 / 31.2
## metal layers
layer	part of all wire (%)	vias up	wire (um)
met5	0	-	0
met4	2.1	0	454
met3	6.1	40	1290
met2	43	250	9080
met1	49	3707	10400
li1	-	3960	-
## through the flow
| stage | setup WS (ps) | power [W] |
|---|---|---|
| after floorplan | 1160 | 0.000321 |
| after global placement | 871 | 0.000336 |
| after detailed placement | 830 | 0.000336 |
| after CTS | 786 | 0.000670 |
| after global routing | 13.3 | 0.000686 |
| final | 766 | 0.000658 |
## cells in the mapped netlist (20+ instances only)
cell / n / area share (%)
a211oi_1: 20 / 1.9
a21oi_1: 58 / 3.6
a31oi_1: 26 / 2.0
clkbuf_1: 37 / 1.7
dfrtp_1: 66 / 21
ha_1: 23 / 3.6
inv_1: 29 / 1.4
nand2_1: 112 / 5.3
nand3_1: 54 / 3.4
nor2_1: 96 / 4.5
nor3_1: 38 / 2.4
nor4_1: 23 / 1.8
o21ai_0: 67 / 4.2
xnor2_1: 47 / 5.1
## cells in the final DEF, fill, tap and decap left out, types with 7 or more instances in the layout
cell       count
nand2_1      112
nor2_1        96
o21ai_0       66
dfrtp_1       66
a21oi_1       58
nand3_1       54
xnor2_1       47
nor3_1        38
inv_1         29
a31oi_1       26
buf_4         26
nor4_1        23
ha_1          23
a211oi_1      20
and3_1        17
nand2b_1      15
nand4_1       15
o22ai_1       15
xor2_1        14
or3_1         13
a21o_1        13
o21a_1        12
mux2i_1       11
o211ai_1      11
dfstp_2       11
o21ai_1        9
clkbuf_16      9
and2_1         8
o221ai_1       8
nor2b_1        7
No activity file was given, so power comes from the tool's default toggle rates.
